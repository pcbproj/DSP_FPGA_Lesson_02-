==> /design/flow/design.v <==
module divider#(parameter N=16) (
    input  clk, start,
    input  [N-1:0] dividend,
    input  [N-1:0] divisor,
    output reg [N-1:0] quotient,
    output reg done
);
    reg [2*N-1:0] remainder;
    reg [N-1:0] div;
    reg [5:0] count;
    always @(posedge clk) begin
        if (start) begin
            remainder <= { {N{1'b0}}, dividend };
            div <= divisor;
            quotient <= 0;
            count <= N;
            done <= 0;
        end 
        else if (count != 0) begin
            remainder = remainder << 1;
            quotient = quotient << 1;
            if (remainder[2*N-1:N] >= div) begin
                remainder[2*N-1:N] = remainder[2*N-1:N] - div;
                quotient[0] <= 1;
            end
            count <= count - 1;
        end
        else done <= 1;
    end
endmodule
==> /design/flow/run.sh <==
#!/bin/bash
# OpenROAD 26Q1-2900-gdf79404cd8, Yosys 0.63+post, stock flow scripts
make -C /OpenROAD-flow-scripts/flow DESIGN_CONFIG=/design/flow/config.mk WORK_HOME=/design/flow/orfs finish
==> /design/flow/config.mk <==
export PLATFORM = sky130hd
export DESIGN_NAME = divider
export DESIGN_NICKNAME = divider
export VERILOG_FILES = /design/flow/design.v
export SDC_FILE = /design/flow/constraint.sdc
export NUM_CORES = 4
export LEC_CHECK = 1
export CORE_UTILIZATION = 40
==> /design/flow/constraint.sdc <==
current_design divider

set clk_period 9.3
set clk_io_pct 0.2

create_clock -name clk0 -period $clk_period [get_ports {clk}]

set non_clock_inputs [all_inputs -no_clocks]
set_input_delay [expr $clk_period * $clk_io_pct] -clock clk0 $non_clock_inputs
set_output_delay [expr $clk_period * $clk_io_pct] -clock clk0 [all_outputs]
==> impl_metrics.toml <==
# generated from flow reports
[timing]
finalClockSkew_ps = 9.74
max_freq_mhz = 310
min_period_ps = 3220
drv_slew = 0
grt_setup_unrepaired = "false"
tns_ps = 0
slew_headroom_pct = 42.6
setup_viol = 0
hold_violations = 0
worstMarginPinSlew_ps = 852
period_used_pct = 34.6

[critical_path]
r2r_slack_ps = 6470
cp.required_ps = 9280
arrival_ps = 3210
r2r_cells = 9
r2r_end = "remainder[26]"
crit_path_start_kind = "primary input"
critical_path_class = "in -> reg"
crit_start = "start"
cp-end-kind = "flip-flop"
crit_fanout = 70
r2r-start = "remainder[15]"

[power]
power_frac_comb_pct = 40.9
p_clk_share_pct = 19.9
pwr-share-seq_pct = 39.2
p_sw_w = 0.000424
power_density_nw_per_um2 = 257
intPower_w = 0.000704
power.leakage_nw = 1.65
vdd_ir_drop_max_mv = 0.0982
switching_share_pct = 37.6

[run]
warning_count = 25
max-cap-violations = 0

[synth]
yosysTopAreaCell = "edfxtp_1"
syn_area_um2 = 3620
postSynthSeqShare_pct = 47.6
synth.avg_cell_area_um2 = 9.83
async_flop_share_pct = 0
synth_top_cell_by_count = "nand2_1"
synth_top_area_share_pct = 26.6
top_cells_by_count = "nand2_1 (42), dfxtp_1 (38), edfxtp_1 (32), nor2_1 (32), a21oi_1 (29)"
ys_cells = 368
ys_top_cells_by_area = "edfxtp_1 (27%), dfxtp_1 (21%), ha_1 (5.9%)"
synth_warnings = 1
synth-main-ff-cell = "dfxtp_1"
synth.distinct_cells = 54
ys_ff = 70
syn_inst = 368
ys_chip_area_um2 = 3620
edf_count = 32

[global_route]
grt_max_degree = 71
grt_pass1_vias = 2558
grtUsageTotal_pct = 16.6
overflow = 0
antenna_found_initial = 0
grt_pass1_wl_um = 12300

[drt]
diodes = 0
antenna_left = 0
firstDrtPassIters = 4
totalWireLength_um = 7360
wl_per_cell_um = 13.9
viasPerCell = 5.29
drc_errors = 0
dr_total_vias = 2795
drt_iter0_drc = 95

[finish]
postLayoutCellArea_um2 = 4390
layout-drive-gt1-share_pct = 11.2
syn_to_final_growth_pct = 21.3
fin_util_pct = 50.3

[clock_tree]
clk_pin_slew_worst_paths_ps = 70
clkLatencyLatePin_ps = 350
post-cts-setup-buffers = 0
cts_buffers = 9
hold_buffers = 0
clock_sinks = 70
root_buffer = "clkbuf_8"
cts.path.max_buffers = 2
cts_resized = 0
cts_htree_levels = 3
cts_tree = "built"

[die]
fp_util_pct = 41.5
die-area_um2 = 9430
die_h_um = 97.1
num_rows = 34
core-area_um2 = 8720
num_io_pins = 51
die_x_um = 97.1

[place]
placed_area_um2 = 4200
dpl.hpwl_um = 4960
io_buffers = 50
place_congestion = 0.866

[outcome]
outcome = "finished, final reports clean"

[hold_path]
hold_start = "quotient[15]"
min_to = "quotient[15]"
worstHoldPathType = "reg -> reg"
whs_path_depth = 2
[power by group through the flow]
stage	combinational (W)	sequential, W	clock [W]
final	0.000461	0.000442	0.000224
after global routing	0.000516	0.000452	0.000246
after CTS	0.000461	0.000442	0.000232
[area by class of cell]
| type | count | area [um^2] |
|---|---|---|
| well taps | 108 | 135 |
| fillers | 792 | 4330 |
| flip-flops and latches | 70 | 1720 |
| clock inverters | 6 | 45.0 |
| inverters | 22 | 82.6 |
| multi-input cells | 258 | 1740 |
| clock buffers | 10 | 138 |
| repair buffers | 54 | 526 |
[state kept, by name, summed over array words and instances (netlist names)]
signal	flops
remainder	31
div	16
quotient	16
count	6
done	1
[stage by stage]
step / worst slack, ps / total power, W / cells / hold slack, ps
after detailed placement: 5700 / 0.000905 / 512 / 453
after CTS: 6070 / 0.00114 / 528 / 463
final: 6080 / 0.00113 / 528 / 457
after global placement: 5720 / 0.000901 / 512 / 443
after global routing: 5930 / 0.00121 / 528 / 486
after floorplan: 6230 / 0.000787 / 368 / 416
[critical path, cell delays in order]
cell,delay (ps)
buf_2,70
buf_4,610
nor2_1,140
inv_1,480
[metal layers]
layer | track usage (%) | vias up | part of all wire (%)
met5 | 0 | - | 0
met4 | 2.30 | 0 | 1.3
met3 | 2.12 | 10 | 4.2
met2 | 24.9 | 56 | 45
met1 | 27.6 | 1308 | 50
li1 | - | 1421 | -
[worst max path at each step]
stage,endpoint,cells past startpoint
after global routing,remainder[2],4
after CTS,remainder[2],4
final,remainder[2],4
[cell usage in the layout (no fill, tap or decap), types with 10 or more instances in the layout]
cell type | netlist | final
edfxtp_1 | 32 | 32
nor2_1 | 32 | 32
ha_1 | 17 | 17
dfxtp_1 | 38 | 38
inv_1 | 22 | 22
clkbuf_8 | 0 | 10
mux2_2 | 16 | 16
nand2_1 | 42 | 42
clkdlybuf4s50_1 | 0 | 49
a21oi_1 | 29 | 29
o21ai_0 | 14 | 14
[cell families after synthesis]
family | share of synthesized area (%)
buffers and inverters | 4.57
adder cells (fa/ha/maj) | 6.43
AND/OR/NAND/NOR | 14.9
flip-flops | 47.6
multiplexers | 5.81
XOR/XNOR | 3.15
AND-OR/OR-AND | 17.5
Power is estimated from default activity; no workload was simulated.
