==> flow/design.v <==
module DSP_mac_div (
	input reset,
   input  clk,
   input  signed [15:0] a,
   input  signed [15:0] b,
   output reg signed [31:0] acc,
   output reg signed [31:0] quout
);
   always @(posedge clk) begin
		if (reset) begin
			acc <= 0;
		end else begin
			acc <= acc + a * b;
			quout <= a / b;
		end
   end
endmodule
==> flow/run.sh <==
#!/bin/bash
# OpenROAD 26Q1-2900-gdf79404cd8, Yosys 0.63+post, stock flow scripts
make -C /OpenROAD-flow-scripts/flow DESIGN_CONFIG=/design/flow/config.mk WORK_HOME=/design/flow/orfs finish
==> flow/config.mk <==
export PLATFORM = sky130hd
export DESIGN_NAME = DSP_mac_div
export DESIGN_NICKNAME = DSP_mac_div
export VERILOG_FILES = /design/flow/design.v
export SDC_FILE = /design/flow/constraint.sdc
export NUM_CORES = 4
export LEC_CHECK = 1
export CORE_UTILIZATION = 40
==> flow/constraint.sdc <==
current_design DSP_mac_div

set clk_period 72.7
set clk_io_pct 0.2

create_clock -name clk0 -period $clk_period [get_ports {clk}]

set non_clock_inputs [all_inputs -no_clocks]
set_input_delay [expr $clk_period * $clk_io_pct] -clock clk0 $non_clock_inputs
set_output_delay [expr $clk_period * $clk_io_pct] -clock clk0 [all_outputs]
==> Changelog: implementation <==
### Changed

- RSZ-0062 raised after global routing: yes
- Core area: 103600 um2
- # IOs: 98
- Status: finished with violations
- Via count: 50177
- Post-layout instance area: 66180 um2
- Synthesis Warnings: 1
- Arrival time at the worst endpoint: 75690 ps
- Worst-Skew Late Latency: 420 ps
- CTS hold repair buffers: 0
- Most frequent logic cell in the layout: buf_4
- Yosys Chip Area: 41830 um2
- Clock-pin slew on the worst setup and hold paths: 60 ps
- Post-route ant nets: 0
- Largest net degree at the start of global routing: 34
- Root Buffer: clkbuf_16
- F_max: 0.01324 GHz
- Port-buffer cells: 97
- Chip area: 105900 um2
- Clk buf depth: 2
- Sink Count: 64
- Initial antenna violation count: 1
- Placed Instance Area: 61710 um2
- Synth cell types: 108
- Log Warnings: 30
- Layout area overhead: 58.22%
- Yosys cell count: 5535
- Drt pass-1 iters: 6
- Worst-path cell with the longest stage delay: clkdlybuf4s50_1
- Startpoint types: primary input
- Hold crit path type: flop to flop
- Mapped Area: 41830 um2
- Max-slew violations: 0
- Synthesized instance count: 5535
- Failing checks: setup timing
- Seq share, synth: 3.829%
- Hold_ws: 600.2 ps
- Seq cells post-synth: 64
- Clock buffer count from CTS: 9
- Final hold violation count: 0
- DRT iter0 DRCs: 3170
- Number of global-route vias before repair: 48527
- Routed WL: 175.7 mm
- Max-cap viol count: 0
- Die Wd: 325.4 um
- Period utilisation layout: 103.9%
- Fp util: 40.36%
- Global-route wire length before repair: 272.6 mm
- Crit path kind: primary input to flop
- Combinational Area: 42230 um2
- Row count: 118
- Final worst-path setup slack: -2839 ps
- Routed len/inst: 18.89 um
- HPWL after DPL: 143.8 mm
- Crit path time final: 75540 ps
- Layout cells sized above 1: 37.78%
- Most frequent CP cell: buf_4
- # fillers: 8581
- Worst Max-Slew Pin Slew: 922.3 ps
- WP data required: 72850 ps
- Mean Syn Cell Area: 7.557 um2
- FF+latch area: 1602 um2
- Clock H-tree levels: 3
- Worst setup EP type: flop
- Placer congestion estimate: 1.048
- Die Ht: 325.4 um
- Skew final: 23.40 ps
- Most common logic cells in the final layout: buf_4, ha_1, nand2_1
- DRC violations left: 0
- Top FF cell, synth: edfxtp_1
- Total grt overflow: 0
- Tot GR Track Use: 33.70%
- Endpoints failing setup: 32
- CTS tree: built
- Largest stage delay on the critical path: 510 ps
- Post-synth ARST share: 0%
- Number of enable flip-flop cells: 32
- Final core utilization: 63.86%
- Hold Path Cell Cnt: 2
- Relative slew margins: 38.07%
- Worst R2R Path Depth: 23
- Post-DR vias/cell: 5.394
- Largest fanout on the critical path: 10
## stage by stage
stage	std cells	setup WS [ps]	TNS (ps)
final	9303	-2839	-81270
after global routing	9303	-5415	-164420
after CTS	9236	-1919	-53050
after detailed placement	9054	-5890	-177940
after global placement	9054	-5341	-161020
after floorplan	5685	-3496	-99210
## worst paths after layout
path                              from         to  slack, ps
worst max-delay path              b[6]  quout[29]      -2840
worst min-delay path            acc[0]     acc[0]        600
worst max register to register  acc[6]    acc[30]      66570
worst min register to register  acc[0]     acc[0]        600
## cells by family (layout without fill, tap and decap cells)
group                    Yosys count  count (layout)  synth area share (%)
multiplexers                      78              78                 2.016
XOR/XNOR                         395             395                 8.289
AND-OR/OR-AND                   1594            1595                 25.96
adder cells (fa/ha/maj)          924             924                 32.88
other                              2             153               0.01795
AND/OR/NAND/NOR                 1866            1866                 21.43
buffers and inverters            612            2848                 5.579
flip-flops                        64              64                 3.829
## metal layers
| layer | up-vias | global-route usage [%] | share of wire, % |
|---|---|---|---|
| li1 | 24624 | - | - |
| met1 | 23719 | 48.82 | 46 |
| met2 | 1539 | 52.60 | 44 |
| met3 | 295 | 6.142 | 7.2 |
| met4 | 0 | 8.196 | 3.3 |
| met5 | - | 0.1812 | 0 |
## cell usage after synthesis, drive strengths merged, types with 48 or more instances
| cell type | number | area (um2) |
|---|---|---|
| xor2 | 139 | 1225 |
| a31oi | 96 | 606.8 |
| fa | 292 | 5846 |
| o211ai | 55 | 417.9 |
| and2 | 125 | 782.0 |
| a211oi | 50 | 385.4 |
| a21o | 194 | 1456 |
| inv | 419 | 1573 |
| mux2 | 50 | 563.0 |
| nor2 | 461 | 1738 |
| ha | 632 | 7908 |
| and3 | 48 | 300.3 |
| nor3 | 163 | 815.8 |
| nor2b | 63 | 394.1 |
| nand2b | 72 | 450.4 |
| xnor2 | 256 | 2242 |
| o21ai | 269 | 1350 |
| clkbuf | 157 | 589.3 |
| o21a | 139 | 1044 |
| or3 | 72 | 450.4 |
| a21oi | 363 | 1821 |
| nand2 | 563 | 2113 |
| nand3 | 112 | 565.5 |
## worst max-delay path, delay by kind of cell
family / cells / cell delay [ps]
multiplexers: 4 / 1200
buffers and inverters: 66 / 9710
XOR/XNOR: 1 / 220
AND/OR/NAND/NOR: 66 / 11440
AND-OR/OR-AND: 159 / 30670
adder cells (fa/ha/maj): 29 / 7780
## cell type report
class                      instances  area share, %
sequential                        64          2.420
clock inverter                     5        0.04537
tap                             1380          2.609
multi-input combinational       5010          63.81
inverter                         422          2.399
clock buffer                      11         0.3838
antenna                            1       0.003781
timing repair buffer            2410          28.33
## repair_timing
action,CTS,global route
buffers inserted,166,68
pin swaps,162,165
gates resized,304,198
setup endpoints to repair,32,32
gates cloned,2,1
## sequential cells by signal, indices dropped and copies added, names as in the netlist
register	count
acc	32
quout	32
